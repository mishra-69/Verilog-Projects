===== config.mk =====
export PLATFORM = sky130hd
export DESIGN_NAME = vedic_8X8
export DESIGN_NICKNAME = vedic_8X8
export VERILOG_FILES = /design/flow/design.v
export SDC_FILE = /design/flow/constraint.sdc
export NUM_CORES = 4
export LEC_CHECK = 1
export CORE_UTILIZATION = 40

===== constraint.sdc =====
current_design vedic_8X8

set clk_period 16.5
set clk_io_pct 0.2

create_clock -name clk0 -period $clk_period

set non_clock_inputs [all_inputs -no_clocks]
set_input_delay [expr $clk_period * $clk_io_pct] -clock clk0 $non_clock_inputs
set_output_delay [expr $clk_period * $clk_io_pct] -clock clk0 [all_outputs]

===== design.v =====
module ha(a,b,sum,carry);
input a,b;
output sum,carry;
xor(sum,a,b);
and(carry,a,b);
endmodule
module add_4_bit (a,b,sum);
input [3:0] a,b;
output [3:0]sum;
assign sum=a+b;
endmodule
module add_6_bit (a,b,sum);
input [5:0] a,b;
output [5:0] sum;
assign sum = a+b;
endmodule
module add_8_bit (a,b,sum);
input[7:0] a,b;
output[7:0] sum;
assign sum = a+b;
endmodule
module add_12_bit (a,b,sum);
input[11:0] a,b;
output[11:0] sum;
assign sum = a+b;
endmodule
module vedic_2_x_2(a,b,c);
input [1:0]a;
input [1:0]b;
output [3:0]c;
wire [3:0]c;
wire [3:0]temp;
assign c[0]=a[0]&b[0]; 
assign temp[0]=a[1]&b[0];
assign temp[1]=a[0]&b[1];
assign temp[2]=a[1]&b[1];
ha z1(temp[0],temp[1],c[1],temp[3]);
ha z2(temp[2],temp[3],c[2],c[3]);
endmodule
module vedic_4_x_4(a,b,c);
input [3:0]a;
input [3:0]b;
output [7:0]c;
wire [3:0]q0;	
wire [3:0]q1;	
wire [3:0]q2;
wire [3:0]q3;	
wire [7:0]c;
wire [3:0]temp1;
wire [5:0]temp2;
wire [5:0]temp3;
wire [5:0]temp4;
wire [3:0]q4;
wire [5:0]q5;
wire [5:0]q6;
vedic_2_x_2 z1(a[1:0],b[1:0],q0[3:0]);
vedic_2_x_2 z2(a[3:2],b[1:0],q1[3:0]);
vedic_2_x_2 z3(a[1:0],b[3:2],q2[3:0]);
vedic_2_x_2 z4(a[3:2],b[3:2],q3[3:0]);
assign temp1 ={2'b0,q0[3:2]};
add_4_bit z5(q1[3:0],temp1,q4);
assign temp2 ={2'b0,q2[3:0]};
assign temp3 ={q3[3:0],2'b0};
add_6_bit z6(temp2,temp3,q5);
assign temp4={2'b0,q4[3:0]};
add_6_bit z7(temp4,q5,q6);
assign c[1:0]=q0[1:0];
assign c[7:2]=q6[5:0];
endmodule
module vedic_8X8(a,b,c);
input [7:0]a;
input [7:0]b;
output [15:0]c;
wire [15:0]q0;	
wire [15:0]q1;	
wire [15:0]q2;
wire [15:0]q3;	
wire [15:0]c;
wire [7:0]temp1;
wire [11:0]temp2;
wire [11:0]temp3;
wire [11:0]temp4;
wire [7:0]q4;
wire [11:0]q5;
wire [11:0]q6;
vedic_4_x_4 z1(a[3:0],b[3:0],q0[15:0]);
vedic_4_x_4 z2(a[7:4],b[3:0],q1[15:0]);
vedic_4_x_4 z3(a[3:0],b[7:4],q2[15:0]);
vedic_4_x_4 z4(a[7:4],b[7:4],q3[15:0]);
assign temp1 ={4'b0,q0[7:4]};
add_8_bit z5(q1[7:0],temp1,q4);
assign temp2 ={4'b0,q2[7:0]};
assign temp3 ={q3[7:0],4'b0};
add_12_bit z6(temp2,temp3,q5);
assign temp4={4'b0,q4[7:0]};
add_12_bit z7(temp4,q5,q6);
assign c[3:0]=q0[3:0];
assign c[15:4]=q6[11:0];
endmodule

===== run.sh =====
#!/bin/bash
# OpenROAD 26Q1-2900-gdf79404cd8, Yosys 0.63+post, stock flow scripts
make -C /OpenROAD-flow-scripts/flow DESIGN_CONFIG=/design/flow/config.mk WORK_HOME=/design/flow/orfs finish

==> reports/summary.txt <==
Status = finished, final reports clean
Logic area = 2530 µm²
Post-Syn Area = 2690 µm²
Row cnt = 29
Top cells by count, synth = 80 x ha_1, 61 x and2_1, 42 x inv_1
CLK BUF = 0
Top cells by area = ha_1 37%, fa_1 16%, and2_1 14%
Width of the die = 84.1 µm
Hold wc startpoint = a[0]
Worst hold margin = 7.68 ns
Synth Area in Adders = 53.5%
N_diodes = 0
Hold Path Depth = 3
Setup bufs post-CTS = 0
Pwr Total = 0.296 mW
Iter 0 DRT Violations = 33
Critical setup path kind = in2out
Drt pass-1 iters = 22
Final Setup Violations = 0
Yosys top cell area share = 37.2%
XOR/XNOR Area Share = 10.7%
Place WS = 3.02 ns
Wire per inst = 11.8 µm
Detailed Route WL = 4890 µm
Worst Tran Pin Value = 0.331 ns
Maximum vdd drop = 0.0000649 V
Syn Inst Count = 305
Registers = 0
Synth logic family = adder cells
Crit. End Element = primary output
Tcrit/Tclk final = 81.3%
Critical path arrival = 10.12 ns
Tally of yosys warning messages = 4
Fin. Hold Viols = 0
Fmax = 74.5 MHz
P_leak = 1.70 nW
Residual DRC = 0
Number of cells in Yosys stat = 305
Area Growth Syn to Fin = 15.2%
Die Y = 84.1 µm
Final min period = 13.42 ns
Crit path launch type = input pin
Port buffer count = 32
Worst hold endpoint = c[0]
Max Slew Vio Count = 0
Synth Area per Inst = 8.83 µm²
Synth mux share = 0%
M2 GR Usage = 24.9%
RSZ-0062 raised after global routing = no
Basic Gates by Area = 18.7%
Synth Area in Compound Gates = 10.9%
Tool Warnings = 32
Setup TNS = 0 ns
Vias per inst = 4.88
Core area = 6420 µm²
Yosys stat area = 2690 µm²
Reg area = 0 µm²
Met1 Resource Use GR = 23.8%
Top-count cell post-synth = ha_1
RD Place Congestion = 0.836
Largest net degree at the start of global routing = 9
Critical Path RT = 13.20 ns
Post-DP HPWL = 4410 µm
Fill count = 632
Core Util at FP = 41.9%
First-pass GRT wire length = 8380 µm
Hold-fix buffers, CTS = 0
DR vias = 2016
PD cells = 95.5 nW/µm²
Ports = 32
GR Layer Usage met3 = 0%
Number of max-cap violations = 0
Initial antenna violation count = 0
Synth area leader = ha_1
Gr usage total = 14.9%
Busiest metal layer after global routing = met2
Final setup margin = 3.08 ns
Vias in the first global route = 1871
Remaining global-route overflow = 0
Number of routed nets with antenna violations = 0
Post-synth seq share = 0%
Hold Crit Class = in2out
Cell Type Count = 23
Share of cells above drive strength 1 = 1.79%
Worst Path Max Fanout = 8
Max_slew headroom = 77.8%
Die area = 7070 µm²
Resized Gates After CTS = 0
==> power breakdown <==
part / switching [mW] / leakage, nW / internal, mW
clock: 0 / 0 / 0
combinational: 0.125 / 1.70 / 0.171
sequential: 0 / 0 / 0
==> worst max-delay path by stage <==
stage / start / endpoint / slack (ns) / depth (start not counted)
CTS: b[0] / c[14] / 3.01 / 27
global route: b[0] / c[14] / 2.70 / 27
finish: b[0] / c[14] / 3.08 / 27
==> worst max-delay path, stage by stage <==
cell             delay, ns
clkdlybuf4s50_1       0.52
and2_1                0.22
ha_1                  0.19
ha_1                  0.27
ha_1                  0.23
fa_1                  0.38
xnor2_1               0.16
fa_1                  0.60
inv_1                 0.06
ha_1                  0.28
a21o_1                0.18
a21oi_1               0.18
xnor2_1               0.14
ha_1                  0.28
nor2b_1               0.16
o21a_1                0.19
o2111ai_1             0.21
xnor2_1               0.14
fa_1                  0.54
inv_1                 0.04
ha_1                  0.36
a2111oi_2             0.39
o211ai_1              0.18
and3_4                0.21
o21ai_2               0.11
xnor2_1               0.12
clkdlybuf4s50_1       0.48
==> cell families (layout without fill, tap and decap cells) <==
| family | count (synthesis) | after routing |
|---|---|---|
| buffers and inverters | 43 | 74 |
| AOI/OAI and AO/OA | 41 | 41 |
| xor gates and xnor gates | 33 | 33 |
| adders and majority gates | 102 | 102 |
| and+or+nand+nor | 86 | 86 |
==> through the flow <==
stage	std cells	utilization, %	area [µm²]
finish	413	48.3	3100
global route	413	48.3	3100
CTS	413	48.3	3100
detailed placement	413	48.3	3100
global placement	413	48.3	3100
floorplan	305	-	2690
==> per-layer routing <==
layer	part of all wire [%]	wire length (µm)
met2	46	2240
met3	0.88	43
met5	0	0
met4	0	0
met1	53	2600
==> placed cells by master, fill, tap and decap left out, types with 2 or more instances in the layout <==
cell type and instances:
nor2_1 6, o211ai_1 2, clkdlybuf4s50_1 32, xnor2_1 23, xor2_1 10, o2111ai_1 2, ha_1 80, o21a_1 3
a21o_1 13, and3_4 2, nor2b_1 3, nand2_1 11, fa_1 22, o21ai_1 2, inv_1 42, and2_1 61
a21oi_1 16
==> area by class of cell <==
class	instances	share of cell area, %
Tap cell	77	3.10
Multi-Input combinational cell	262	81.5
Timing Repair Buffer	32	10.3
Inverter	42	5.08
Power and IR drop assume default switching activity.
