--- design.v ---
module synchronizer (clk,rst_n,d_in,d_out);
  parameter WIDTH=3;
  input clk, rst_n;
  input [WIDTH:0] d_in;
  output reg [WIDTH:0] d_out;
  reg [WIDTH:0] q1;
  always@(posedge clk) begin
    if(!rst_n) begin
      q1 <= 0;
      d_out <= 0;
    end
    else begin
      q1 <= d_in;
      d_out <= q1;
    end
  end
endmodule
module wptr_handler  (wclk,wrst_n,w_en,g_rptr_sync,b_wptr,g_wptr,full);
  parameter PTR_WIDTH=3;
  input wclk, wrst_n, w_en;
  input [PTR_WIDTH:0] g_rptr_sync;
  output reg [PTR_WIDTH:0] b_wptr, g_wptr;
  output reg full;
  reg [PTR_WIDTH:0] b_wptr_next;
  reg [PTR_WIDTH:0] g_wptr_next;
  reg wrap_around;
  wire wfull;
  assign b_wptr_next = b_wptr+(w_en & !full);
  assign g_wptr_next = (b_wptr_next >>1)^b_wptr_next;
  always@(posedge wclk or negedge wrst_n) begin
    if(!wrst_n) begin
      b_wptr <= 0;  
      g_wptr <= 0;
    end
    else begin
      b_wptr <= b_wptr_next;  
      g_wptr <= g_wptr_next;  
    end
  end
  always@(posedge wclk or negedge wrst_n) begin
    if(!wrst_n) full <= 0;
    else        full <= wfull;
  end
  assign wfull = (g_wptr_next == {~g_rptr_sync[PTR_WIDTH:PTR_WIDTH-1], g_rptr_sync[PTR_WIDTH-2:0]});
endmodule
module rptr_handler  (rclk,rrst_n,r_en,g_wptr_sync,b_rptr,g_rptr,empty);
  parameter PTR_WIDTH=3;
  input rclk, rrst_n, r_en;
  input [PTR_WIDTH:0] g_wptr_sync;
  output reg [PTR_WIDTH:0] b_rptr, g_rptr;
  output reg empty;
  reg [PTR_WIDTH:0] b_rptr_next;
  reg [PTR_WIDTH:0] g_rptr_next;
  assign b_rptr_next = b_rptr+(r_en & !empty);
  assign g_rptr_next = (b_rptr_next >>1)^b_rptr_next;
  assign rempty = (g_wptr_sync == g_rptr_next);
  always@(posedge rclk or negedge rrst_n) begin
    if(!rrst_n) begin
      b_rptr <= 0;
      g_rptr <= 0;
    end
    else begin
      b_rptr <= b_rptr_next;
      g_rptr <= g_rptr_next;
    end
  end
  always@(posedge rclk or negedge rrst_n) begin
    if(!rrst_n) empty <= 1;
    else        empty <= rempty;
  end
endmodule
module fifo_mem (wclk,w_en,rclk,r_en,b_wptr, b_rptr,data_in,full,empty,data_out);
  parameter DEPTH=8, DATA_WIDTH=8, PTR_WIDTH=3;
  input wclk, w_en, rclk, r_en;
  input [PTR_WIDTH:0] b_wptr, b_rptr;
  input [DATA_WIDTH-1:0] data_in;
  input full, empty;
  output reg [DATA_WIDTH-1:0] data_out;
  reg [DATA_WIDTH-1:0] fifo[0:DEPTH-1];
  always@(posedge wclk) begin
    if(w_en & !full) begin
      fifo[b_wptr[PTR_WIDTH-1:0]] <= data_in;
    end
  end
  assign data_out = fifo[b_rptr[PTR_WIDTH-1:0]];
endmodule
module asynchronous_fifo (wclk,wrst_n,rclk,rrst_n,w_en,r_en,data_in,data_out,full, empty);
  parameter DEPTH=8, DATA_WIDTH=8;
  parameter PTR_WIDTH = $clog2(DEPTH);
  input wclk, wrst_n;
  input rclk, rrst_n;
  input w_en, r_en;
  input [DATA_WIDTH-1:0] data_in;
  output reg [DATA_WIDTH-1:0] data_out;
  output reg full, empty;
  reg [PTR_WIDTH:0] g_wptr_sync, g_rptr_sync;
  reg [PTR_WIDTH:0] b_wptr, b_rptr;
  reg [PTR_WIDTH:0] g_wptr, g_rptr;
  wire [PTR_WIDTH-1:0] waddr, raddr;
  synchronizer sync_wptr (rclk, rrst_n, g_wptr, g_wptr_sync);  
  synchronizer sync_rptr (wclk, wrst_n, g_rptr, g_rptr_sync);  
  wptr_handler wptr_h(wclk, wrst_n, w_en,g_rptr_sync,b_wptr,g_wptr,full);
  rptr_handler rptr_h(rclk, rrst_n, r_en,g_wptr_sync,b_rptr,g_rptr,empty);
  fifo_mem fifom(wclk, w_en, rclk, r_en,b_wptr, b_rptr, data_in,full,empty, data_out);
endmodule
--- run.sh ---
#!/bin/bash
# OpenROAD 26Q1-2900-gdf79404cd8, Yosys 0.63+post, stock flow scripts
make -C /OpenROAD-flow-scripts/flow DESIGN_CONFIG=/design/flow/config.mk WORK_HOME=/design/flow/orfs finish
--- config.mk ---
export PLATFORM = sky130hd
export DESIGN_NAME = asynchronous_fifo
export DESIGN_NICKNAME = asynchronous_fifo
export VERILOG_FILES = /design/flow/design.v
export SDC_FILE = /design/flow/constraint.sdc
export NUM_CORES = 4
export LEC_CHECK = 1
export CORE_UTILIZATION = 50
--- constraint.sdc ---
current_design asynchronous_fifo

set clk_period 3.3
set clk_io_pct 0.2

create_clock -name clk0 -period $clk_period [get_ports {rclk}]
create_clock -name clk1 -period $clk_period [get_ports {wclk}]

set non_clock_inputs [all_inputs -no_clocks]
set_input_delay [expr $clk_period * $clk_io_pct] -clock clk0 $non_clock_inputs
set_output_delay [expr $clk_period * $clk_io_pct] -clock clk0 [all_outputs]
==> Slide: Implementation Results <==
Synthesis and Place & Route Summary

Outcome
  – Status: finished clean

Cells and area
  – Share of layout cells above drive strength 1: 16.1%
  – Post-layout util: 59.9%
  – Layout Cells excl Fill: 348
  – Area grow syn2layout: 15.8%
  – Comb area: 0.00106 mm^2
  – FF/Latch Area: 0.00264 mm^2
  – Filler cell count: 553

Routing
  – Via count: 1797
  – # diodes: 0
  – Initial DRC Count: 46
  – Final WL: 6020 um
  – Pre-antenna DRT Iters: 4
  – Vias/cell: 5.16
  – WL per Instance: 17.3 um
  – Antenna viol nets, final: 0
  – DRC Markers: 0

Worst setup path
  – CP Capture Type: output port
  – Cell depth of the worst setup path: 3
  – Worst-case reg-to-reg path depth: 7
  – Cell Chain, Critical Path: mux4_1 -> mux2_2 -> clkdlybuf4s50_1
  – CP max-delay cell: dfrtp_1
  – Crit path buffers/inverters: 1
  – Worst R2R Start: wptr_h.full
  – Reg2Reg Capture Point: wptr_h.full
  – Crit path DAT: 2.27 ns
  – Flop2flop setup slack: 1.25 ns
  – Critical Path Source Type: register
  – Critical Path Max Stage Delay: 0.91 ns
  – CP required: 2.64 ns
  – Worst-path fanout max: 22
  – Cell family with most CP delay: flip-flops
  – Crit path kind: register to output port

Yosys
  – Yosys warnings: 10
  – Yosys chip area: 0.00377 mm^2
  – Post-Syn Area per Cell: 18.4 um^2
  – Cell Area, Synth: 0.00377 mm^2
  – Synth cell types: 33
  – Gate count after technology mapping: 205
  – Yosys stat cell total: 205
  – Register share after synthesis: 70.1%
  – Synth flops: 96

Clock tree
  – Post-CTS Hold Buffers: 0
  – Post-CTS sizing: 0
  – Post-CTS Setup Inserts: 0
  – Clock Pin Slew Worst Setup and Hold Paths: 0.07 ns
  – Clock sinks: 96
  – CTS tree: yes

Timing
  – Slew @ Worst Pin: 0.868 ns
  – Worst slew margin: 42.2%
  – Final setup TNS: 0 ns
  – Fin worst setup slack: 0.372 ns
  – RSZ-0062 raised after global routing: false
  – # setup viols final: 0
  – Slew Limit Fails: 0
  – Max Clock Skew: 0.00499 ns
  – Final tally of hold violations: 0

Die
  – Chip area: 0.00790 mm^2
  – Cell Rows: 31
  – Ports: 24
  – FP Core Util: 51.8%
  – Chip width: 88.9 um
  – Chip height: 88.9 um
  – Core area: 0.00729 mm^2

Pwr
  – Peak supply drop: 0.472 mV
  – Leakage power: 1.56 nW
  – Power Density: 858 mW/mm^2

Hold path
  – Hold Path Sink: sync_rptr.q1[2]
  – Hold path cells: 1
  – Hold crit path type: register to register
  – Hold path startpoint: rptr_h.g_rptr[2]

Flow run
  – MaxCap Viol Count: 0
  – Tool warnings: 27

Global routing
  – Number of global-route vias before repair: 1846
  – GRT Overall Usage: 18.6%
  – Grt ovf: 0
  – Initial antenna violation count: 0
  – Pin count of the biggest net entering global routing: 23
  – First-pass GRT wire length: 9540 um

Placed design
  – Gpl congestion: 0.740
  – HPWL Detailed: 3790 um
  – Placed Cells: 328
  – IO buf count: 22
  – Pre-CTS WS: 0.497 ns
## placed cells by master, fill, tap and decap left out
master	netlist	final
inv_6	0	1
nor4b_1	1	1
o21ai_0	3	3
xor2_1	8	8
clkinv_1	0	2
clkbuf_8	0	13
edfxtp_1	64	64
ha_1	4	4
nand3_1	3	3
mux4_2	1	1
o41ai_1	1	1
nor2b_1	2	2
mux2_2	8	8
clkdlybuf4s50_1	0	22
dfxtp_1	16	16
dfstp_2	1	1
nand2b_1	4	4
nor3_1	3	3
mux4_1	15	15
a21oi_1	2	2
and2_1	17	17
xnor2_1	11	11
nor2_1	8	8
buf_4	1	9
dfrtp_1	15	15
a211oi_2	1	1
bufinv_16	0	1
clkinv_4	0	1
or3_1	1	1
xor2_4	1	1
nand2_1	4	4
inv_1	1	1
clkinvlp_4	0	2
nor3b_1	1	1
xor2_2	1	1
a21boi_0	1	1
## cell families after synthesis
logic type / Yosys count / share of synthesized area, %
flip-flops: 96 / 70.1
AND/OR/NAND/NOR: 44 / 6.40
multiplexers: 24 / 13.4
XOR/XNOR: 21 / 5.57
AND-OR/OR-AND: 8 / 1.43
buffers and inverters: 8 / 1.79
adder cells (fa/ha/maj): 4 / 1.33
## worst max-delay path by stage
stage           startpoint           to  slack [ns]
5_1_grt   rptr_h.b_rptr[2]  data_out[3]        0.21
4_1_cts   rptr_h.b_rptr[2]  data_out[3]        0.31
6_report  rptr_h.b_rptr[2]  data_out[3]        0.37
## per-layer routing
layer | routed length, um | GRT usage, % | vias to the layer above
met5 | 0 | 0 | -
met4 | 57 | 2.35 | 0
met3 | 557 | 9.46 | 6
met2 | 2860 | 27.0 | 69
met1 | 2540 | 29.2 | 869
li1 | - | - | 853
## per-stage QoR
stage | cell area, um^2 | power (mW) | hold WS (ns)
floorplan | 3770 | 2.55 | 0.364
global placement | 4120 | 2.90 | 0.415
detailed placement | 4120 | 2.93 | 0.414
CTS | 4370 | 3.81 | 0.355
global route | 4370 | 3.99 | 0.362
finish | 4370 | 3.75 | 0.362
## sequential cells by signal (all words and copies together) (netlist names)
name,cells
sync_rptr.q1,4
wptr_h.b_wptr,4
wptr_h.g_wptr,3
rptr_h.b_rptr,4
sync_wptr.q1,4
wptr_h.full,1
sync_wptr.d_out,4
rptr_h.empty,1
rptr_h.g_rptr,3
fifom.fifo,64
sync_rptr.d_out,4
## power by group
part / leakage, nW / switching (mW) / total, mW / internal [mW]
clock network: 0.120 / 0.403 / 0.856 / 0.453
registers: 0.901 / 0.196 / 1.74 / 1.55
logic: 0.544 / 0.466 / 1.15 / 0.687
total: 1.56 / 1.06 / 3.75 / 2.68
## synthesized netlist by cell type (all sizes together)
master	n	area (um^2)
a21boi	1	7.51
xnor2	11	96.3
mux2	8	90.1
buf	6	60.1
nand2b	4	25.0
a211oi	1	12.5
ha	4	50.1
clkbuf	1	3.75
or3	1	6.26
nor3	3	15.0
inv	1	3.75
nor4b	1	8.76
a21oi	2	10.0
xor2	10	114
edfxtp	64	1920
o21ai	3	15.0
nand3	3	15.0
o41ai	1	8.76
mux4	16	417
dfxtp	16	320
nor2	8	30.0
nand2	4	15.0
nor2b	2	12.5
dfstp	1	26.3
and2	17	106
nor3b	1	7.51
dfrtp	15	375
## area by class of cell
| type | instances | share of cell area [%] |
|---|---|---|
| clock buffers | 13 | 4.09 |
| clock inverters | 7 | 1.60 |
| inverters | 1 | 0.0859 |
| multi-input cells | 101 | 24.3 |
| flip-flops and latches | 96 | 60.5 |
| well taps | 99 | 2.83 |
| repair buffers | 31 | 6.58 |
No activity file was given, so power comes from the tool's default toggle rates.
